**design/flow/run.sh**
```bash
#!/bin/bash
# OpenROAD 26Q1-2900-gdf79404cd8, Yosys 0.63+post, stock flow scripts
make -C /OpenROAD-flow-scripts/flow DESIGN_CONFIG=/design/flow/config.mk WORK_HOME=/design/flow/orfs finish
```
**design/flow/constraint.sdc**
```tcl
current_design bitGen

set clk_period 4.8
set clk_io_pct 0.2

create_clock -name clk0 -period $clk_period

set non_clock_inputs [all_inputs -no_clocks]
set_input_delay [expr $clk_period * $clk_io_pct] -clock clk0 $non_clock_inputs
set_output_delay [expr $clk_period * $clk_io_pct] -clock clk0 [all_outputs]
```
**design/flow/design.v**
```verilog
module bitGen (
  input clk,
  input bright,
  input [9:0] hPos,
  input [8:0] vPos,
  input [9:0] x,
  input [8:0] y,
  input [15:0] bufOut,
  output reg [7:0] red,
  output reg [7:0] green,
  output reg [7:0] blue,
  output reg [15:0] address
  );
  parameter [7:0] ON = 255;
  parameter [7:0] OFF= 0;
  reg box1; reg box2; reg box3; reg draw; reg mouse; reg mouseInside;
  reg [9:0] mX;
  reg [8:0] mY;
  reg [2:0] position;
  reg [3:0] bufPixel;
  reg [9:0] xTemp;
  reg [9:0] yTemp;
  reg [9:0] line;
  always @*  
  begin
	 mX = x;
	 mY = y;
	 box1  = ((vPos <= 79) && (hPos <= 213));
	 box2  = ((vPos <= 79) && (hPos >= 214 && hPos <= 426));
	 box3  = ((vPos <= 79) && (hPos > 426));
	 draw  = (vPos >= 80);
	 mouse = ((hPos == mX    && (vPos >= mY  && vPos <= mY+16)) | 
	           (hPos == mX+1  && (vPos == mY+1   | vPos == mY+16)) | 
				  (hPos == mX+2  && ( vPos == mY+2  | vPos == mY+15)) |
				  (hPos == mX+3  && ( vPos == mY+3  | vPos == mY+14)) |
				  (hPos == mX+4  && ( vPos == mY+4  | vPos == mY+13)) |
				  (hPos == mX+5  && ( vPos == mY+5  | vPos == mY+14 | vPos == mY+15)) | 
				  (hPos == mX+6  && ( vPos == mY+6  | vPos == mY+16 | vPos == mY+17)) |
				  (hPos == mX+7  && ( vPos == mY+7  | vPos == mY+12 | vPos == mY+13 | vPos == mY+18)) |
				  (hPos == mX+8  && ( vPos == mY+8  | vPos == mY+12 | vPos == mY+14 | vPos == mY+15 | vPos == mY+18)) |
				  (hPos == mX+9  && ( vPos == mY+9  | vPos == mY+12 | vPos == mY+16 | vPos == mY+17)) |
				  (hPos == mX+10 && ( vPos == mY+10 | vPos == mY+12)) |
				  (hPos == mX+11 && ( vPos == mY+11 | vPos == mY+11 | vPos == mY+12)));
	 mouseInside = ((hPos == mX+1 && (vPos > mY && vPos <= mY+15)) |
	                (hPos == mX+2 && (vPos > mY+1 && vPos <= mY+14)) |
						 (hPos == mX+3 && (vPos > mY+2 && vPos <= mY+13)) |
						 (hPos == mX+4 && (vPos > mY+3 && vPos <= mY+12)) |
						 (hPos == mX+5 && (vPos > mY+4 && vPos <= mY+13)) |
						 (hPos == mX+6 && (vPos > mY+5 && vPos <= mY+15)) |
						 (hPos == mX+7 && (vPos > mY+6 && vPos <= mY+11)) |
						 (hPos == mX+7 && (vPos > mY+12 && vPos <= mY+17)) |
						 (hPos == mX+8 && (vPos > mY+13 && vPos <= mY+17)) |
						 (hPos == mX+8 && (vPos > mY+7 && vPos <= mY+11)) |
						 (hPos == mX+9 && (vPos > mY+8 && vPos <= mY+11)) |
						 (hPos == mX+10 && (vPos == mY+11)));
    if (~bright)  
	 begin
	   red   = OFF;
	   green = OFF;
		blue  = OFF;
	 end	
	 else if (mouse)  
	 begin
	   red   = OFF;
		green = OFF;
		blue  = OFF;
	 end	
	 else if (mouseInside)  
	 begin
	   red   = ON;
		green = ON;
		blue  = ON;
	 end
	 else if (draw)  
	 begin
      xTemp = hPos >> 5;
      yTemp = vPos - 80;
      yTemp = yTemp >> 3;
      yTemp = yTemp * 20;
      line = xTemp + yTemp;
      address = (line * 16) + 16384;
	   position = (hPos / 8) % 4;
      case (position)
	     3'b000: bufPixel = bufOut[3:0];
		  3'b001: bufPixel = bufOut[7:4];
		  3'b010: bufPixel = bufOut[11:8];
		  3'b011: bufPixel = bufOut[15:12];
		  default: bufPixel = 0;
	   endcase
	   case (bufPixel)
		  4'b0000: begin red = ON;  green = ON;  blue = ON;  end  
		  4'b0001: begin red = ON;  green = OFF; blue = OFF; end  
		  4'b0010: begin red = OFF; green = ON;  blue = OFF; end  
		  4'b0100: begin red = OFF; green = OFF; blue = ON;  end  
		  default: begin red = OFF; green = OFF; blue = OFF; end  
      endcase
	 end
	 else if (box1)  
	 begin
      red   = ON;
		green = OFF;
		blue  = OFF;
    end	
	 else if (box2)  
	 begin
      red   = OFF;
		green = ON;
		blue  = OFF;
    end	
	 else if (box3)  
	 begin
      red   = OFF;
		green = OFF;
		blue  = ON;
    end
	 else   
	 begin
	   red   = OFF;
		green = OFF;
		blue  = OFF;
    end	
  end
endmodule
```
**design/flow/config.mk**
```make
export PLATFORM = sky130hd
export DESIGN_NAME = bitGen
export DESIGN_NICKNAME = bitGen
export VERILOG_FILES = /design/flow/design.v
export SDC_FILE = /design/flow/constraint.sdc
export NUM_CORES = 4
export LEC_CHECK = 1
export CORE_UTILIZATION = 40
```
==> run_results.csv <==
group,metric,value,unit
cells_and_area,num-fill-cells,1714,
timing,fin_crit_sh,1.09,
synth,avgSynthCellArea,7.45,µm²
timing,layout_min_cycle_time,5.23,ns
place,io_buffer_count,89,
routing,vias_per_cell,5.55,
place,dp.cells,1701,
synth,synth-edff-count,0,
floorplan,die_area,20500,µm²
cells_and_area,seq_area,150,µm²
timing,hold_viol_final,0,
place,pre_cts_slack,-1.43,ns
setup_path,critPathRequiredTime,3.84,ns
setup_path,arrival,4.27,ns
timing,rsz0062_at_grt,"true",
synth,yosysTopAreaCellShare,0.242,
pwr,power.total,1.45,mW
synth,yosysMostFrequentCell,"ha_1",
synth,yosys-stat-cells,1068,
synth,yosysTopAreaCell,"ha_1",
global_route,grt_pass1_wl,50200,µm
floorplan,fp.dieH,143,µm
routing,drc,0,
place,dpl.hpwl,27500,µm
floorplan,die_w,143,µm
setup_path,cp-startpoint,"y[7]",
synth,ff_type,"dlxtn_1",
job,maxCapViolCount,0,
synth,synth_warnings,1,
cells_and_area,drive_gt1_frac,0.373,
synth,synthTopCellsByArea,"ha_1 (24%), xnor2_1 (13%), a21oi_1 (5.0%), nand2_1 (3.4%), nor2_1 (3.3%)",
timing,fmax,191,MHz
routing,drt_iter0_drc,806,
timing,unclocked_regs,10,
synth,ys_types,92,
synth,ys_chip_area,7960,µm²
place,gp_congestion,1.10,
global_route,antenna_found_initial,0,
job,warnings,68,
timing,final_max_slew_viol_count,0,
routing,vias,9610,
global_route,grt_pass1_vias,9038,
timing,setup_slack,-0.434,ns
global_route,track_usage,0.328,
pwr,leakagePower,5.61,nW
floorplan,rows,51,
setup_path,crit_fanout,8,
timing,slew_headroom,0.596,
routing,dr.pass1.iters,5,
cells_and_area,syn_to_final_growth,56.3,%
cells_and_area,layoutNonFillerInstCount,1730,
global_route,grt_max_degree,14,
setup_path,critPathKind,"in -> out",
synth,synthTopCellsByCount,"ha_1 (154), xnor2_1 (117), a21oi_1 (80)",
global_route,grt.overflow.total,0,
timing,setup_viol,24,
setup_path,start_kind,"primary input",
synth,syn_area,7960,µm²
timing,worst_pin_slew,0.601,ns
cells_and_area,largest_reg_flops,10,
floorplan,boundaryPins,96,
routing,antennaDiodeCount,0,
timing,untimed_endpoints,20,
status,status,"finished with violations",
floorplan,core-area,19500,µm²
floorplan,initial_core_util,0.409,
worst_hold_path,hold_start,"bright",
cells_and_area,comb_area,7850,µm²
routing,wirelength,32800,µm
synth,async_flop_share,0,
routing,ant_nets,0,
worst_hold_path,hp-class,"in -> out",
pwr,powerDensity,117,nW/µm²
timing,hold-worst-slack,2.95,ns
synth,synthCells,1068,
status,violations,"setup timing",
setup_path,end_kind,"output port",
synth,ys_ff,10,
routing,wl_per_cell,19.0,µm
pwr,ir_worst_vdd,55.6,µV
-- repair_timing --
action                                  in CTS  in global routing
hold buffers                                 0                  0
pin swaps                                   38                 51
endpoints found under the setup margin      24                 24
gates resized                              161                 92
buffers inserted                            28                  4
-- final timing paths --
path | end | slack (ns) | cells after the start
setup / recovery | green[1] | -0.43 | 16
hold / removal | green[7] | 2.95 | 7
-- power breakdown --
group | switching, mW | internal (mW)
logic | 0.695 | 0.724
clock network | 0 | 0
registers | 0.00404 | 0.0262
-- final cells by class --
class | count | area share
inverter | 44 | 0.0149
multi-input combinational | 939 | 0.631
sequential | 10 | 0.0121
tap | 265 | 0.0267
timing repair buffer | 472 | 0.315
-- metal layers --
| layer | GRT usage | wire length [µm] |
|---|---|---|
| met1 | 0.472 | 14900 |
| met3 | 0.0434 | 2410 |
| met4 | 0.0956 | 1220 |
| met2 | 0.510 | 14300 |
| met5 | 0 | 0 |
-- per-stage QoR --
step           setup TNS, ns  instance area (µm²)   util
3_5_place_dp          -34.00                11700  0.600
3_3_place_gp          -34.46                11700  0.600
6_report               -9.79                12400  0.639
5_1_grt               -12.16                12400  0.639
4_1_cts               -12.09                12100  0.622
2_1_floorplan          -2.26                 8180      -
-- logic make-up (layout without fill, tap and decap cells) --
kind of cell	after synthesis	in the layout	synth area share
muxes	10	10	0.0190
other	2	6	0.000943
xor gates and xnor gates	146	146	0.168
adders and majority gates	156	156	0.247
and+or+nand+nor	340	340	0.227
latches	10	10	0.0189
buffers and inverters	123	516	0.0803
AOI/OAI and AO/OA	281	281	0.239
-- layout by cell type, fill, tap and decap left out, types with 11 or more instances in the layout --
cell type and instances:
a21o_1 20, a21oi_1 59, a21oi_2 16, a31oi_1 11
buf_12 12, buf_2 11, buf_4 356, buf_6 27
clkdlybuf4s50_1 56, ha_1 139, ha_4 11, inv_1 36
nand2_1 67, nand2b_1 12, nand3_1 36, nand4_1 21
nor2_1 63, nor2b_1 26, nor3_1 23, o21ai_0 40
xnor2_1 112, xor2_1 22
-- critical path, cell delays in order --
cell	delay, ns
dlygate4sd2_1	0.35
buf_4	0.26
and3_2	0.26
nand2_2	0.08
xnor2_2	0.14
ha_1	0.31
nand3_2	0.11
o22ai_1	0.16
a211oi_2	0.06
a211o_1	0.39
o311a_4	0.19
a222oi_1	0.25
and4bb_4	0.38
a211oi_4	0.10
buf_6	0.14
buf_2	0.11
Power is estimated from default activity; no workload was simulated.
