`flow/run.sh`:
```
#!/bin/bash
# OpenROAD 26Q1-2900-gdf79404cd8, Yosys 0.63+post, stock flow scripts
make -C /OpenROAD-flow-scripts/flow DESIGN_CONFIG=/design/flow/config.mk WORK_HOME=/design/flow/orfs finish
```
`flow/config.mk`:
```
export PLATFORM = sky130hd
export DESIGN_NAME = getPixel
export DESIGN_NICKNAME = getPixel
export VERILOG_FILES = /design/flow/design.v
export SDC_FILE = /design/flow/constraint.sdc
export NUM_CORES = 4
export LEC_CHECK = 1
export CORE_AREA = 10 10 70 70
export DIE_AREA = 0 0 80 80
```
`flow/design.v`:
```
module getPixel (
  input [10:0] x,
  input [10:0] y,
  output reg [15:0] address
);
reg [10:0] xTemp;
reg [10:0] yTemp;
reg [10:0] line;
always @*
begin
  if (y > 79 && y < 480 && x >= 0 && x < 640)
  begin
  xTemp = x >> 5;
  yTemp = y - 80;
  yTemp = yTemp >> 3;
  yTemp = yTemp * 20;
  line = xTemp + yTemp;
  address = (line * 16) + 16384;
  end
  else address = 32384;
end
endmodule
```
`flow/constraint.sdc`:
```
current_design getPixel

set clk_period 5.4
set clk_io_pct 0.2

create_clock -name clk0 -period $clk_period

set non_clock_inputs [all_inputs -no_clocks]
set_input_delay [expr $clk_period * $clk_io_pct] -clock clk0 $non_clock_inputs
set_output_delay [expr $clk_period * $clk_io_pct] -clock clk0 [all_outputs]
```
==> deck_impl_summary.md <==
Key Metrics from the Run

Detailed routing
  • Final wirelength: 1861 microns
  • # diodes: 0
  • Routed length per instance: 9.899 microns
  • ANT nets after route: 0
  • DR vias: 762
  • Initial drt markers: 15
  • Residual DRC count: 0
  • Via/cell ratio: 4.053
  • Pre-antenna DRT Iters: 4

Clocking
  • CTS Hold Bufs: 0

Place
  • Port Buffers: 29
  • DP Wirelength: 1592 microns
  • Cells after DPL: 182
  • Routability cong.: 0.8404
  • Setup slack at placement: -0.1968 ns

Pwr
  • P_int: 141.5 uW
  • Clock network fraction of total power: 0%
  • Combinational share of power: 100.0%
  • PD cells: 178.8 nW/um^2
  • Seq pwr share: 0%
  • Psw: 91.19 uW
  • P_leak: 0.0006228 uW
  • Largest vdd supply drop: 72.06 uV
  • Sw Share: 39.19%

Logic synthesis
  • AND-OR/OR-AND Cells, Area Fraction: 12.25%
  • Synthesized netlist cell count: 92
  • Top logic family: adder cells
  • Synth Warn #: 1
  • Yosys Chip Area: 745.7 sq um
  • Synth mux share: 0%
  • Synth area leader: ha_1
  • # Cells Yosys: 92
  • Post-Syn Area per Cell: 8.106 sq um
  • Top cell area share: 26.85%
  • Syn Std Cell Area: 745.7 sq um
  • Distinct cells, synth: 30
  • Adder Area Share: 32.21%
  • Xor+xnor area frac: 22.65%
  • Main area contributors: ha_1 27%, xor2_1 11%, fa_1 5.4%
  • Register share after synthesis: 0%
  • Post-synthesis simple-gate area fraction: 23.32%

Status
  • Outcome: complete, no violations

Run
  • OpenROAD warnings: 37
  • Max_cap viols: 0

Setup path
  • Crit-path cells: clkdlybuf4s50_1, nor2_2, nand2_2, xnor2_2, ha_1, ha_1, nor2_1, a21oi_2, xor2_1, buf_4, buf_4, buf_4, buf_4, xor2_1, nand2_1, clkdlybuf4s50_1
  • CP arrival: 4.07 ns
  • Worst setup path class: in2out
  • Critical Path Sink Type: output port
  • Worst stage delay on the critical path: 0.48 ns
  • Critical path's slowest cell: clkdlybuf4s50_1
  • Worst EP required: 4.32 ns
  • Crit-path most repeated cell: buf_4
  • Critical path peak fanout: 4
  • Startpoint Class: input port

Final timing
  • Fmax: 194.2 MHz
  • Slew Viols, Final: 0
  • Hold WS: 3.079 ns
  • Setup TNS Final: 0 ns
  • Final period utilization: 95.36%
  • Finish-stage setup viols: 0
  • RSZ-0062 raised after global routing: no
  • Post-layout min period: 5.150 ns
  • Final setup margin: 0.2505 ns
  • Final Hold Fails: 0

Layout
  • FF+latch count: 0
  • Final-layout clock buffer total: 0
  • Non-Filler Instances: 188
  • Sequential Area: 0 sq um
  • Syn-to-layout area delta: 74.50%
  • Layout cells sized above 1: 28.87%

Floorplanning
  • Pre-Place Util: 21.83%
  • Core Area: 3416 sq um
  • Die W: 80 microns
  • Std cell rows: 21
  • Die height: 80 microns
  • Number of placed I/O pins: 38
  • Die Area: 6400 sq um

Global route
  • Global-route wire length before repair: 3070 microns
  • Initial antenna violation count: 0
  • Number of global-route vias before repair: 746
  • Global Route Usage Sum: 5.541%
  • Largest net degree at the start of global routing: 13
  • Total global routing overflow: 0

Worst hold path
  • HP Class: in2out
==> per-stage QoR <==
stage	area [sq um]	power (uW)	utilization, %
after floorplan	757.0	117.0	-
after global placement	1191	193.8	34.87
after detailed placement	1191	194.5	34.87
after CTS	1236	217.8	36.19
after global routing	1301	257.1	38.10
final	1301	232.7	38.10
==> logic make-up (layout without fill, tap and decap cells) <==
logic type                 count (synthesis)  after routing
other                                      1              4
buffers and inverters                     12             59
AOI/OAI and AO/OA                         13             13
and+or+nand+nor                           32             32
xor gates and xnor gates                  16             16
adders and majority gates                 18             18
==> routing by layer <==
| layer | routed length, microns | global-route usage, % | vias to the layer above |
|---|---|---|---|
| li1 | - | - | 408 |
| met1 | 923 | 7.472 | 331 |
| met2 | 778 | 9.069 | 23 |
| met3 | 158 | 1.591 | 0 |
| met4 | 0 | 0 | 0 |
| met5 | 0 | 0 | - |
==> synthesized netlist by cell type (2+ instances only) <==
library cell and count:
xnor2_1 4, nor2_1 4, fa_1 2, nand2_1 8, nand2b_1 2, xor2_1 9, nand4_1 2, a21oi_2 3
nand3_1 4, ha_1 16, and2_1 5, a21o_1 2, inv_1 7, buf_4 4, a21oi_1 4, xnor2_2 2
==> power by group through the flow <==
stage                 Clock [uW]  Combinational [uW]  Sequential (uW)
after global routing           0                 257                0
final                          0                 233                0
after CTS                      0                 218                0
==> what timing repair did <==
action	CTS	global route
setup buffers	4	2
gates resized	2	12
pin swaps	4	4
setup endpoints to repair	2	4
==> area by class of cell <==
cell class / instances / area [sq um]
repair buffers: 52 / 473.0
multi-input cells: 83 / 744.5
inverters: 7 / 26.28
well taps: 46 / 57.56
fillers: 354 / 2115
==> cell usage in the layout, fill, tap and decap left out, types with 5 or more instances in the layout <==
cell / instances
and2_1: 5
clkdlybuf4s50_1: 25
ha_1: 14
xor2_1: 8
nand2_1: 8
buf_4: 23
inv_1: 6
==> critical path: cells and delay by family <==
family | cells | cell delay, ns
xor+xnor | 3 | 0.45
buf+inv | 6 | 1.44
simple gates | 4 | 0.44
compound gates | 1 | 0.05
fa+ha+maj | 2 | 0.62
==> path summary, 6_finish.rpt <==
path	startpoint	end	slack, ns	depth (start not counted)
worst min-delay path	x[6]	address[5]	3.08	3
worst max-delay path	y[8]	address[13]	0.25	16
Power is estimated from default activity; no workload was simulated.
