## run.sh

```bash
#!/bin/bash
# OpenROAD 26Q1-2900-gdf79404cd8, Yosys 0.63+post, stock flow scripts
make -C /OpenROAD-flow-scripts/flow DESIGN_CONFIG=/design/flow/config.mk WORK_HOME=/design/flow/orfs finish
```

## config.mk

```make
export PLATFORM = sky130hd
export DESIGN_NAME = ps2_mouse
export DESIGN_NICKNAME = ps2_mouse
export VERILOG_FILES = /design/flow/design.v
export SDC_FILE = /design/flow/constraint.sdc
export NUM_CORES = 4
export LEC_CHECK = 1
export CORE_UTILIZATION = 30
```

## constraint.sdc

```tcl
current_design ps2_mouse

set clk_period 1.9
set clk_io_pct 0.2

create_clock -name clk0 -period $clk_period [get_ports {CLOCK_50}]

set non_clock_inputs [all_inputs -no_clocks]
set_input_delay [expr $clk_period * $clk_io_pct] -clock clk0 $non_clock_inputs
set_output_delay [expr $clk_period * $clk_io_pct] -clock clk0 [all_outputs]
```

## design.v

```verilog
module ps2_mouse
	#(
		parameter WIDTH = 10,
		parameter HEIGHT = 10,
		parameter BIN = 10,
		parameter HYSTERESIS = 3
	)
	(
		start,          
		reset,          
		CLOCK_50,       
		PS2_CLK,        
		PS2_DAT,        
		button_left,    
		button_right,   
		button_middle,  
		bin_x,          
		bin_y           
	);
parameter UPPER_BITS = $clog2(WIDTH>HEIGHT?WIDTH:HEIGHT);
parameter LOWER_BITS = $clog2(BIN+HYSTERESIS+256)+1;
parameter THRESHOLD = BIN+HYSTERESIS;
input start;
input reset;
input CLOCK_50;
inout PS2_CLK;
inout PS2_DAT;
output reg button_left;
output reg button_right;
output reg button_middle;
output reg [UPPER_BITS-1:0] bin_x;
output reg [UPPER_BITS-1:0] bin_y;
parameter enable_byte =9'b011110100;
reg [1:0] cur_state,nex_state;
reg ce,de;
reg [3:0] byte_cnt,delay;
reg [5:0] ct;
reg [7:0] cnt;
reg [8:0] clk_div;
reg [9:0] dout_reg;
reg [32:0] shift_reg;
reg       leflatch,riglatch,midlatch;
reg       ps2_clk_in,ps2_clk_syn1,ps2_dat_in,ps2_dat_syn1;
wire      clk,ps2_dat_syn0,ps2_clk_syn0,ps2_dat_out,ps2_clk_out,flag;
reg [LOWER_BITS-1:0] x_latch;
reg [LOWER_BITS-1:0] y_latch;
reg [UPPER_BITS-1:0] oX_BIN;
reg [UPPER_BITS-1:0] oY_BIN;
parameter listen =2'b00,
          pullclk=2'b01,
          pulldat=2'b10,
          trans  =2'b11;
always@(posedge CLOCK_50)
	begin
		clk_div <= clk_div+1;
	end
assign clk = clk_div[8];
assign PS2_CLK = ce?ps2_clk_out:1'bZ;
assign PS2_DAT = de?ps2_dat_out:1'bZ;
assign ps2_clk_out = 1'b0;
assign ps2_dat_out = dout_reg[0];
assign ps2_clk_syn0 = ce?1'b1:PS2_CLK;
assign ps2_dat_syn0 = de?1'b1:PS2_DAT;
reg [9:0] starttimer;
always @(posedge CLOCK_50)
begin
	if(start) starttimer <= 1'b1;
	else if(starttimer) starttimer <= starttimer + 1'b1;
	button_left = leflatch;
	button_right = riglatch;
	button_middle = midlatch;
	bin_x = oX_BIN;
	bin_y = oY_BIN;
end
always@(posedge clk)
	begin
		ps2_clk_syn1 <= ps2_clk_syn0;
		ps2_clk_in   <= ps2_clk_syn1;
		ps2_dat_syn1 <= ps2_dat_syn0;
		ps2_dat_in   <= ps2_dat_syn1;
	end
always@(*)
begin
   case(cur_state)
     listen  :begin
              if (starttimer && (cnt == 8'b11111111))
                  nex_state = pullclk;
              else
                  nex_state = listen;
                         ce = 1'b0;
                         de = 1'b0;
              end
     pullclk :begin
              if (delay == 4'b1100)
                  nex_state = pulldat;
              else
                  nex_state = pullclk;
                         ce = 1'b1;
                         de = 1'b0;
              end
     pulldat :begin
                  nex_state = trans;
                         ce = 1'b1;
                         de = 1'b1;
              end
     trans   :begin
              if  (byte_cnt == 4'b1010)
                  nex_state = listen;
              else    
                  nex_state = trans;
                         ce = 1'b0;
                         de = 1'b1;
              end
     default :    nex_state = listen;
   endcase
end
always@(posedge clk)
begin
  if ({ps2_clk_in,ps2_dat_in} == 2'b11)
	begin
		cnt <= cnt+1;
    end
  else begin
		cnt <= 8'd0;
       end
end
assign flag = (cnt == 8'hff)?1:0;
always@(posedge ps2_clk_in,posedge flag)
begin
  if (flag)
     ct <= 6'b000000;
  else
     ct <= ct+1;
end
always@(posedge clk, posedge reset)
begin
   if(reset)
   begin
      leflatch <= 1'b0;
      riglatch <= 1'b0;
      midlatch <= 1'b0;
      x_latch  <= 0;
      y_latch  <= 0;
      oX_BIN <= 0;
      oY_BIN <= 0;
   end
   else if (cnt == 8'b00011110 && (ct[5] == 1'b1 || ct[4] == 1'b1))
   begin
      leflatch <= shift_reg[1];
      riglatch <= shift_reg[2];
      midlatch <= shift_reg[3];
      x_latch  <= x_latch+{{(LOWER_BITS-8){shift_reg[19]}},shift_reg[19 : 12]};
      y_latch  <= y_latch+{{(LOWER_BITS-8){shift_reg[30]}},shift_reg[30 : 23]};
   end
	else
	begin
		if($signed(x_latch) >= THRESHOLD)
		begin
			x_latch <= x_latch - BIN;
			if(oX_BIN != WIDTH-1)
			begin
				oX_BIN <= oX_BIN + 1'b1;
			end
		end
		else if($signed(x_latch) <= -THRESHOLD)
		begin
			x_latch <= x_latch + BIN;
			if(oX_BIN != 0)
			begin
				oX_BIN <= oX_BIN - 1'b1;
			end
		end
		if($signed(y_latch) >= THRESHOLD)
		begin
			y_latch <= y_latch - BIN;
			if(oY_BIN != 0)
			begin
				oY_BIN <= oY_BIN - 1'b1;
			end
		end
		else if($signed(y_latch) <= -THRESHOLD)
		begin
			y_latch <= y_latch + BIN;
			if(oY_BIN != HEIGHT-1)
			begin
				oY_BIN <= oY_BIN + 1'b1;
			end
		end
	end
end
always@(posedge clk)
begin
  if (cur_state == pullclk)
     delay <= delay+1;
  else
     delay <= 4'b0000;
end
always@(negedge ps2_clk_in)
begin
  if (cur_state == trans)
     dout_reg <= {1'b0,dout_reg[9:1]};
  else
     dout_reg <= {enable_byte,1'b0};
end
always@(negedge ps2_clk_in)
begin
  if (cur_state == trans)
     byte_cnt <= byte_cnt+1;
  else
     byte_cnt <= 4'b0000;
end
always@(negedge ps2_clk_in)
begin
  if (cur_state == listen)
     shift_reg <= {ps2_dat_in,shift_reg[32:1]};
end
always@(posedge clk,posedge reset)
begin
  if (reset)
     cur_state <= listen;
  else
     cur_state <= nex_state;
end
endmodule
```

==> GITHUB_STEP_SUMMARY <==
### Flow metrics

| Metric | Value |
|---|---|
| Rows | 52 |
| Area leader share | 19.0% |
| Asr flop ratio synth | 31.1% |
| Status | stopped before the end |
| Die width | 146 um |
| Post-cts resize count | 0 |
| YS chip area | 6210 um^2 |
| Ys flop type | dfxtp_1 |
| Init Core Util | 30.7% |
| H-tree depth | 2 |
| Post-Synthesis Cells | 567 |
| Stop stage | 4_1_cts |
| First Error | [error] [KeplerFormal.cpp:679] Workflow failed: Iso has multiple drivers: .PS2_DAT0, PS2_DAT$_SDFF_NN0_.Q0 |
| Hold buffer count at CTS | 0 |
| Top cells by area | dfxtp_1 (19%), dfrtp_1 (16%), edfxtp_1 (15%) |
| Register pins left without a clock | 102 |
| Number of port buffers | 13 |
| Synthesized flop and latch total | 132 |
| Total CTS buffers | 5 |
| Endpoints left unconstrained | 146 |
| Die H | 146 um |
| CTS Buffer Depth | 2 |
| Yosys Warn Count | 3 |
| DP HPWL | 7.45 mm |
| Synth unique cells | 60 |
| Io pins | 16 |
| RD Place Congestion | 0.791 |
| Mapped Avg Cell Area | 10.9 um^2 |
| EDFF count, synth | 32 |
| Cell Area, Synth | 6210 um^2 |
| Register share after synthesis | 51.0% |
| Yosys cell count | 567 |
| Post-CTS Setup Inserts | 0 |
| Largest area contributor in the netlist | dfxtp_1 |
| Clock root buffer master | clkbuf_16 |
-- synth_stat cells (4+ instances only) --
cell,count
dfxtp_1,59
nor2_1,54
ha_1,46
dfrtp_1,40
nand2_1,33
xnor2_1,33
a21oi_1,32
edfxtp_1,32
inv_1,29
xor2_1,25
o21ai_0,22
nand3_1,21
a21o_1,10
and3_1,10
and2_1,8
nand2b_1,8
a211oi_1,7
mux2i_1,7
nand4_1,7
o21a_1,7
fa_1,6
o211ai_1,6
clkbuf_1,5
nor3_1,4
or2_2,4
-- per-stage QoR --
| stage | power (mW) | cells | setup WS [ns] | utilization [%] | cell area, um^2 |
|---|---|---|---|---|---|
| after detailed placement | 0.902 | 849 | 0.474 | 33.1 | 6690 |
| after global placement | 0.901 | 849 | 0.469 | 33.1 | 6690 |
| after floorplan | 0.844 | 567 | 0.395 | - | 6210 |
-- cell families after synthesis --
logic type      Yosys count  synth area share, %
flops                   132                 51.0
mux                       7                 1.13
buf+inv                  37                 2.34
compound gates          112                 12.6
fa+ha+maj                52                 11.2
xor+xnor                 58                 8.18
other cells               1               0.0604
simple gates            168                 13.4
Power is estimated from default activity; no workload was simulated.
